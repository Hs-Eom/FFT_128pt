==> ./design.v <==
`timescale 1ns/1ps
module axi_slave_fifo_sync#(
    parameter DW = 42,
    parameter AW = 4
)
(
    input   wire            reset_n,
    input   wire            clk,
    output  wire            wr_rdy,
    input   wire            wr_vld,
    input   wire [DW-1:0]   wr_din,
    input   wire            rd_rdy,
    output  wire            rd_vld,
    output  wire [DW-1:0]   rd_dout  
);
localparam DT = 1<<AW;
reg [AW:0] fifo_head;
reg [AW:0] next_head;
reg [AW:0] fifo_tail;
reg [AW:0] next_tail;
reg [AW:0] item_cnt;
reg [DW-1:0] Mem [0:DT-1];
wire full,empty;
always @(posedge clk) begin
    if(!reset_n) begin
        fifo_tail <= 0;
        next_tail <= 1;
    end
    else begin
        if(wr_vld & !full) begin
            fifo_tail <= next_tail;
            next_tail <= next_tail + 1;
        end
    end
end
always @(posedge clk) begin
    if(!reset_n) begin
        fifo_head <= 0;
        next_head <= 1;
    end
    else begin
        if(rd_rdy & !empty) begin
            fifo_head <= next_head;
            next_head <= next_head + 1;
        end
    end
end
always @(posedge clk) begin
    if(!reset_n) begin
        item_cnt <= 0;
    end
    else begin
        if(wr_vld && !full &&(!rd_rdy || (rd_rdy&&empty))) begin 
            item_cnt <= item_cnt +1;
        end
        else if(rd_rdy && !empty && (!wr_vld || (wr_vld && full))) begin 
            item_cnt <= item_cnt -1;
        end
    end
end
always@(posedge clk) begin
    if(!full && wr_vld) begin
        Mem[fifo_tail[AW-1:0]] <= wr_din;
    end
end
assign full = item_cnt >= DT;
assign empty = (fifo_head == fifo_tail);
assign wr_rdy = ~full;
assign rd_vld = ~empty;
assign rd_dout = Mem[fifo_head[AW-1:0]];
endmodule
==> ./run.sh <==
#!/bin/bash
# OpenROAD 26Q1-2900-gdf79404cd8, Yosys 0.63+post, stock flow scripts
make -C /OpenROAD-flow-scripts/flow DESIGN_CONFIG=/design/flow/config.mk WORK_HOME=/design/flow/orfs finish
==> ./config.mk <==
export PLATFORM = sky130hd
export DESIGN_NAME = axi_slave_fifo_sync
export DESIGN_NICKNAME = axi_slave_fifo_sync
export VERILOG_FILES = /design/flow/design.v
export SDC_FILE = /design/flow/constraint.sdc
export NUM_CORES = 4
export LEC_CHECK = 1
export CORE_UTILIZATION = 50
==> ./constraint.sdc <==
current_design axi_slave_fifo_sync

set clk_period 14.6
set clk_io_pct 0.2

create_clock -name clk0 -period $clk_period [get_ports {clk}]

set non_clock_inputs [all_inputs -no_clocks]
set_input_delay [expr $clk_period * $clk_io_pct] -clock clk0 $non_clock_inputs
set_output_delay [expr $clk_period * $clk_io_pct] -clock clk0 [all_outputs]
==> flow_metrics.tcl <==
# metrics dict for downstream scripts
set metrics [dict create \
    dieArea_um2 54110 \
    cts_root_buffer "clkbuf_16" \
    synth_dominant_cell_count "edfxtp_1" \
    postCtsHoldBufs 0 \
    p_per_area_nw_per_um2 154.5 \
    crit_buf_inv 3 \
    synth.distinct_cells 29 \
    slowest_stage "dfxtp_4" \
    relSlewSlack_pct 33.74 \
    p_int_mw 3.687 \
    htreeDepth 3 \
    maxCapViolCount 0 \
    synth_seq_share_pct 78.06 \
    p_comb_share_pct 14.6 \
    arrival_ns 4.26 \
    netlist_area_um2 26590 \
    power_switching_mw 1.042 \
    grt_pass1_vias 13090 \
    logic_area_um2 5589 \
    tightest_slew_ns 0.9916 \
    drcViolationCount 0 \
    hold_slack_ns 0.4648 \
    r2r-end "Mem[13][17]" \
    nFillCells 3717 \
    ys.flops 701 \
    async_flop_share_pct 0 \
    peakVddDrop_uv 91.97 \
    fmax_mhz 139.4 \
    startpoint_type "flop" \
    numCtsBuffers 73 \
    cts.repair.resized 0 \
    cts_setup_buffers 0 \
    portBuffers 89 \
    gp_congestion 0.7669 \
    status "finished, final reports clean" \
    top_cells_by_count "edfxtp_1, mux4_2, nand2_1" \
    p_total_mw 4.729 \
    antenna_cells 0 \
    required_ns 11.68 \
    end_kind "output pin" \
    antenna_left 0 \
    hp-start "item_cnt[4]" \
    overflow 0 \
    flop_cell "edfxtp_1" \
    grt_first_pass_wirelength_mm 81.54 \
    tns_ns 0 \
    avgSynthCellArea_um2 24.20 \
    rows 84 \
    maxSlewViolCount 0 \
    yosys_warnings 1 \
    cts_sinks 701 \
    rrSetupSlack_ns 11.61 \
    avgRoutedWirePerCell_um 27.29 \
    totalWireLength_mm 54.00 \
    viasPerCell 5.911 \
    p_sw_share_pct 22.04 \
    fp_util_pct 50.61 \
    ys_cells 1099 \
    drive_gt1_share_pct 27.34 \
    ioPinCount 90 \
    clock_latency_ns 0.60 \
    finalCriticalPeriod_ns 7.176 \
    clock_skew_ns 0.01721 \
    crit_type "flop to output pin" \
    clkTransAtPathRegs_ns 0.06 \
    pwr-share-clk_pct 36.6 \
    final-hold-violation-count 0 \
    final-seq-area_um2 20770 \
    areaGrowthSynthToFinish_pct 15.13 \
    max_stage_delay_ns 0.70 \
    edf_count 672 \
    synthTopCellsByArea "edfxtp_1, mux4_2, dfxtp_1" \
    die_x_um 232.6 \
    rsz0062_at_grt "false" \
    hpwl_mm 26.46 \
    openroad.warnings 27 \
    largest_area_cell "edfxtp_1" \
    cp_top_family "buffers and inverters" \
    antenna_found_initial 2 \
    core-area_um2 52550 \
    holdCritPathClass "flop to flop" \
    dieHeight_um 232.6 \
    crit_fanout 35 \
    r2r-start "item_cnt[4]" \
    path_cells "buf_4 > buf_4 > mux4_2 > mux4_2 > clkdlybuf4s50_1" \
    first_pass_iters 6 \
    vias 11700 \
    seq_power_share_pct 48.8 \
    yosys_area_um2 26590 \
    netlist_instances 1099 \
    grt_usage_pct 23.63 \
    worstHoldEndpoint "item_cnt[4]" \
    tritoncts "done" \
    finalCritPeriodShare_pct 49.15 \
    grt_max_degree 81 \
    r2r_cells 6 \
    drtIter0Drc 640 \
    yosys.area.top_type_share_pct 75.88 \
    setup_violations 0 \
    holdPathStages 2 \
    cts.path.max_buffers 3 \
    p_leak_nw 9.300 \
]
[cell usage in the layout, fill, tap and decap left out, types with 7 or more instances in the layout]
cell type,instances
buf_4,30
and2_1,8
mux4_2,210
nand3_1,10
ha_1,7
clkinv_1,17
o21ai_0,11
nor2_4,12
dfxtp_1,25
inv_1,7
clkdlybuf4s50_1,89
clkbuf_1,20
xnor2_1,11
clkbuf_16,79
a21boi_0,8
edfxtp_1,672
clkinv_2,8
nand2_1,30
[state kept, by name (all words and copies together), names as in the netlist, named ones only]
name,cells
next_head,5
item_cnt,5
Mem,672
fifo_tail,5
next_tail,5
fifo_head,5
[through the flow]
step	util (%)	worst slack, ns	cell area (um^2)	cells
detailed placement	54.01	7.925	28380	1851
global placement	54.01	7.939	28380	1851
CTS	58.26	7.276	30620	1979
floorplan	-	7.534	26590	1099
global route	58.26	7.084	30620	1979
finish	58.26	7.424	30620	1979
[power by group through the flow]
stage	combinational (mW)	sequential, mW	clock, mW
after CTS	0.709	2.31	1.77
after global routing	0.758	2.32	1.84
final	0.690	2.31	1.73
[kinds of logic after synthesis]
logic type      Yosys count  synth area share [%]
compound gates           25                0.5740
xor+xnor                 14                0.4611
fa+ha+maj                 8                0.4046
buf+inv                  63                 1.336
flops                   701                 78.06
mux                     212                 17.86
simple gates             76                 1.303
[layer usage]
layer,track usage [%],vias to the layer above,part of all wire (%)
li1,-,4968,-
met1,36.61,5976,36
met2,32.86,689,48
met3,16.02,61,15
met4,2.880,4,1.4
met5,0,-,0.044
[worst register-to-register path, cell delays in order (launching register included)]
cell	delay [ns]
dfxtp_1	0.30
inv_1	0.09
nand2_1	0.22
inv_1	0.41
nand3_1	0.38
nor2_4	0.58
buf_4	0.62
[area by class of cell]
cell class / instances / area share [%]
Inverter: 7 / 0.08582
Multi-Input combinational cell: 335 / 18.25
Clock buffer: 99 / 6.702
Clock inverter: 29 / 0.5925
Tap cell: 688 / 2.811
Sequential cell: 701 / 67.84
Timing Repair Buffer: 120 / 3.711
[how the worst max path moves through the flow]
stage | from | endpoint | slack, ns | depth (start not counted)
5_1_grt | flop | rd_dout[41] | 7.08 | 5
6_report | flop | rd_dout[41] | 7.42 | 5
4_1_cts | flop | rd_dout[41] | 7.28 | 5
Power figures rest on the tool's default switching activity, not on a simulated workload.
